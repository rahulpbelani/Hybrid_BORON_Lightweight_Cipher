===== flow/config.mk =====
export PLATFORM = sky130hd
export DESIGN_NAME = boron_top
export DESIGN_NICKNAME = boron_top
export VERILOG_FILES = /design/flow/design.v
export SDC_FILE = /design/flow/constraint.sdc
export NUM_CORES = 4
export LEC_CHECK = 1
export CORE_UTILIZATION = 40

===== flow/constraint.sdc =====
current_design boron_top

set clk_period 2.9
set clk_io_pct 0.2

create_clock -name clk0 -period $clk_period [get_ports {clk}]

set non_clock_inputs [all_inputs -no_clocks]
set_input_delay [expr $clk_period * $clk_io_pct] -clock clk0 $non_clock_inputs
set_output_delay [expr $clk_period * $clk_io_pct] -clock clk0 [all_outputs]

===== flow/design.v =====
module block_shuffle (so, bso);
input [15:0] so;
output [15:0] bso;
assign bso[3:0] = so[11:8];
assign bso[7:4] = so[15:12];
assign bso[11:8] = so[3:0];
assign bso[15:12] = so[7:4];
endmodule
module counter (clk,reset,count);
  input clk;
  input reset;
  output reg [4:0]count;
  always @(posedge clk)
    begin
      if(reset)
        count<=5'b00000;
      else
        count<=count+5'b00001;
    end
endmodule
module boronSbox (x3, x2, x1, x0, y3, y2, y1, y0); 
input x3, x2, x1, x0;
output y3, y2, y1, y0;
wire n0, n1, n2, n3, a,b,c,d,e,f,g,h,i,j, t1,t2,t3,t4,t5,t6,t7,t8,t9,t10,t11,t12,t13,t14,t15, or1, or2, or3, 
or4, or5, or6, or7, or8, or9, or10, or11, or12, or13, w1, w2, w3, w4, w5, w6; 
not (n3, x3);
not (n2, x2);
not (n1, x1);
not (n0, x0);
and (h, n3, n2);  
and (g, x1, x0);  
and (i, n3, x2); 
and (d, n1, n0); 
and (e, x2,x0);  
and (w1, n2, n1);
and (j, w1, n0);
and (w2, x3, x2);
and (f, w2, x1);
and (a, h, n0);
and (b, d, n3);
and (w3, x3, x1);
and (c, w3, x0);
and (t1, h, x1);
and (t2, n2, g);
and (t3, i, n1);
and (w4, x2, n1);
and (t4, w4, x0);
and (t5, x3, j);
and (t6, f, n0);
or (or1, t1, t2);
or (or2, or1, t3);
or (or3, or2, t4);
or (or4, or3, t5);
or (y0, or4, t6);
and (t7, x2, g);
and (w5, x3, n2);
and (t8, w5, x0);
or (or5, a, b);
or (or6, or5, t7);
or (or7, or6, t8);
or (y1, or7, f);
and (t9, h, n1);
and (t10, i, n0);
and (t11, x3, e);
or (or8, t9, j);
or (or9, or8, t10);
or (or10, or9, c);
or (y2, or10, t11);
and (t12, n3, e);
and (t13, x3, d);
and (t14, c, n2);
and (w6, n3, x1);
and (t15, w6, n0);
or (or11, a, t15);
or (or12, or11, t12);
or (or13, or12, t13);
or (y3, or13, t14);
endmodule
module boron_top (clk, plain_txt, key_in, cipher_txt, select, count1, reset);
input [63:0] plain_txt;
input [127:0] key_in;
input clk, select, reset;
output reg [63:0] cipher_txt;
wire [127:0] final_key,mux_out_key;
wire [63:0] so, xor_op, rpo, bso; 
wire [63:0] si;
wire [63:0] RKi;
wire [4:0] count;
output [4:0] count1;
reg [63:0]mux_out;
assign count1 = count;
always @(posedge clk)
begin
mux_out = select ? plain_txt : xor_op;
if (count==5'b11000)
begin	
	cipher_txt = final_key[63:0] ^ xor_op;
end
else
begin
	cipher_txt = xor_op;
end
end
assign si = mux_out ^ RKi;
counter c2 (clk, reset, count);
key_boron k1(key_in, final_key, count, clk, select, RKi);
boronSbox s1 (si[3], si[2], si[1], si[0], so[3], so[2], so[1], so[0]);
boronSbox s2 (si[7], si[6], si[5], si[4], so[7], so[6], so[5], so[4]);
boronSbox s3 (si[11], si[10], si[9], si[8], so[11], so[10], so[9], so[8]);
boronSbox s4 (si[15], si[14], si[13], si[12], so[15], so[14], so[13], so[12]);
boronSbox s5 (si[19], si[18], si[17], si[16], so[19], so[18], so[17], so[16]);
boronSbox s6 (si[23], si[22], si[21], si[20], so[23], so[22], so[21], so[20]);
boronSbox s7 (si[27], si[26], si[25], si[24], so[27], so[26], so[25], so[24]);
boronSbox s8 (si[31], si[30], si[29], si[28], so[31], so[30], so[29], so[28]);
boronSbox s9 (si[35], si[34], si[33], si[32], so[35], so[34], so[33], so[32]);
boronSbox s10 (si[39], si[38], si[37], si[36], so[39], so[38], so[37], so[36]);
boronSbox s11 (si[43], si[42], si[41], si[40], so[43], so[42], so[41], so[40]);
boronSbox s12 (si[47], si[46], si[45], si[44], so[47], so[46], so[45], so[44]);
boronSbox s13 (si[51], si[50], si[49], si[48], so[51], so[50], so[49], so[48]);
boronSbox s14 (si[55], si[54], si[53], si[52], so[55], so[54], so[53], so[52]);
boronSbox s15 (si[59], si[58], si[57], si[56], so[59], so[58], so[57], so[56]);
boronSbox s16 (si[63], si[62], si[61], si[60], so[63], so[62], so[61], so[60]);
block_shuffle b1 (so[15:0], bso[15:0]);
block_shuffle b2 (so[31:16], bso[31:16]);
block_shuffle b3 (so[47:32], bso[47:32]);
block_shuffle b4 (so[63:48], bso[63:48]);
round_p r1 (bso, rpo);   
boron_xor r2 (rpo, xor_op);   
endmodule
module boron_xor (rpo, xor_op);
input [63:0] rpo;
output [63:0] xor_op;
assign xor_op[63:48] = rpo[63:48] ^ rpo[47:32] ^ rpo[15:0];
assign xor_op[47:32] = rpo[47:32] ^ rpo[15:0];
assign xor_op[31:16] = rpo[63:48] ^ rpo[31:16];
assign xor_op[15:0] = rpo[63:48] ^ rpo[31:16] ^ rpo[15:0];
endmodule
module key_boron (key_in,final_key,count,clk, select,RKi);
  input [127:0]key_in;
  input clk,select;
  input [4:0]count;
  output [127:0]final_key;
  wire [3:0]key1,key2;
  wire [4:0]key3;
  wire [127:0]shifted_key;
  wire [3:0]new_key1;
  wire [3:0]new_key2;
  wire [4:0]new_key3;
  reg [127:0] mux_out_key;
  output [63:0] RKi;
  always @ (posedge clk)
  begin
  mux_out_key = select? key_in : final_key;
  end
  assign shifted_key = {mux_out_key[114:0],mux_out_key[127:115]};
  assign key1 = shifted_key[3:0];
  assign key2 = shifted_key[7:4];
  assign key3 = shifted_key[63:59];
  assign RKi = mux_out_key[63:0];
  boronSbox sbox1 (key1[3], key1[2], key1[1], key1[0], new_key1[3], new_key1[2], new_key1[1], new_key1[0]);
  boronSbox sbox2 (key2[3], key2[2], key2[1], key2[0], new_key2[3], new_key2[2], new_key2[1], new_key2[0]);
  assign new_key3 = key3^count;
  assign final_key={shifted_key[127:64],new_key3,shifted_key[58:8],new_key2,new_key1};
endmodule
module round_p (bso, rpo);
input [63:0] bso;
output [63:0] rpo;
wire [15:0] a,b,c,d;
assign d ={bso[54:48],bso[63:55]};
assign c ={bso[40:32],bso[47:41]};
assign b ={bso[27:16],bso[31:28]};
assign a ={bso[14:0],bso[15]};
assign rpo = {d, c, b, a};
endmodule

===== flow/run.sh =====
#!/bin/bash
# OpenROAD 26Q1-2900-gdf79404cd8, Yosys 0.63+post, stock flow scripts
make -C /OpenROAD-flow-scripts/flow DESIGN_CONFIG=/design/flow/config.mk WORK_HOME=/design/flow/orfs finish

==> reports/results.tsv <==
stage	metric	value	unit
status	status	finished clean	
global_route	number of global-route vias before repair	9267	
final_timing	setup TNS	0	ns
clock_tree	Num CTS Buffers	29	
setup_path	kind of critical path	reg2reg	
final_timing	fmax	417.6	MHz
synthesis	Post-Synth AOI/OAI Area	11.14	%
setup_path	Worst setup SP type	flop	
final_timing	Least-Margin Pin Slew	0.6398	ns
final_timing	fin crit share	82.56	%
place	worst slack at placement	0.5456	ns
final_timing	max-slew violations	0	
final_timing	Clock Skew	0.01449	ns
synthesis	YS chip area	12530	um^2
place	Port Buffers	263	
die	Die W	179.0	um
drt	vias post-DR	9565	
synthesis	Simple Share, Synth	9.320	%
clock_tree	maximum root-to-sink buffer count	3	
drt	DRC violations left	0	
final_timing	Final Critical Period	2.394	ns
final_timing	unrepaired setup endpoints after global routing	false	
clock_tree	CTS clk-pin slew, worst paths	0.06	ns
global_route	largest net degree at the start of global routing	98	
synthesis	Mapped Cells	1199	
final_layout	final core occ	53.95	%
setup_path	Critical Path Max Stage Delay	0.55	ns
drt	First DRT Iteration DRCs	488	
clock_tree	Latency at later pin	0.54	ns
synthesis	mux share	13.35	%
run	max-cap viol count	0	
final_timing	normalized max-slew margin	56.98	%
die	Pre-Place Util	40.84	%
setup_path	Data arrival, critical path	2.82	ns
die	Core Region	30670	um^2
drt	antenna-violating nets left	0	
die	Die ar.	32030	um^2
global_route	Tot GR Track Use	23.69	%
power_and_ir_drop	Pwr Density	1530	nW/um^2
die	num ports	264	
power_and_ir_drop	IR drop worst, VDD	0.0006768	V
place	Post-DP HPWL	28030	um
clock_tree	CTS H-tree lvls	1	
final_layout	Synth-to-Final Area Change	32.08	%
synthesis	Post-synth ARST share	0	%
clock_tree	Post-CTS Setup Inserts	0	
synthesis	Top non-seq family	XOR/XNOR gates	
synthesis	Yosys warning count	3	
drt	Detailed Routing Iterations Pass 1	5	
setup_path	CP endpoint kind	flop	
setup_path	worst-path cell chain	xor2_1 > nand2_1 > o31ai_1 > nor2_2 > xor2_2 > xnor3_1	
drt	final WL	36730	um
clock_tree	number of hold buffers added after cts	0	
clock_tree	# resized after CTS	0	
setup_path	crit-path max FO	4	
clock_tree	CTS sink cnt	261	
worst_hold_path	worst hold path type	reg2reg	
final_layout	share of post-route cells with drive strength above 1	16.52	%
synthesis	Yosys reg bits	261	
synthesis	Distinct cells, synth	59	
power_and_ir_drop	P_leak	6.228	nW
synthesis	Seq share, synth	41.71	%
final_timing	Final WS setup	0.5056	ns
synthesis	xor+xnor area frac	23.14	%
setup_path	Worst path slowest cell	o31ai_1	
place	RePlAce Congestion	0.9306	
setup_path	CP required	3.32	ns
synthesis	yosys stat cell total	1199	
final_timing	final setup violation count	0	
synthesis	EDFF count, synth	0	
global_route	first-pass GRT wire length	53990	um
synthesis	adder share	0.1998	%
power_and_ir_drop	Design Power	25.31	mW
synthesis	main flop type	dfxtp_1	
drt	post-DR wirelength/cell	19.54	um
clock_tree	CTS tree	built	
final_layout	post-route insts no fill	1880	
die	# rows	64	
synthesis	Mean Syn Cell Area	10.45	um^2
drt	vias per cell	5.088	
run	stage-log warning count	26	
global_route	initial antenna violation count	5	
die	height of the die	179.0	um
final_timing	Hold Violations, Final	0	
global_route	Overflow after GRT	0	
clock_tree	clock root buffer	clkbuf_16	
synthesis	Mapped Area	12530	um^2
place	Placed Cells	1828	
==> metrics by stage <==
step / hold slack (ns) / area (um^2)
final: 0.4496 / 16540
after global routing: 0.4657 / 16540
after CTS: 0.4519 / 16540
after detailed placement: 0.4421 / 15600
after global placement: 0.4399 / 15600
after floorplan: 0.4340 / 12530
==> synth_stat cells (4+ instances only) <==
master / n / area (um^2)
dfxtp_1: 261 / 5225
xor2_2: 7 / 113.9
a211oi_2: 5 / 62.56
nand2_1: 141 / 529.3
o21ai_0: 45 / 225.2
a211oi_1: 36 / 270.3
and3_1: 4 / 25.02
a311oi_1: 7 / 61.31
a21oi_1: 22 / 110.1
or2_2: 6 / 37.54
o211ai_1: 23 / 172.7
xnor2_2: 22 / 357.8
xor2_1: 91 / 797.0
buf_1: 6 / 22.52
mux2i_1: 5 / 50.05
a21o_1: 7 / 52.55
a221oi_2: 5 / 75.07
xnor3_1: 6 / 135.1
xnor2_1: 154 / 1349
a221o_1: 4 / 40.04
o311ai_0: 6 / 52.55
nor3_1: 25 / 125.1
nor2_1: 49 / 183.9
clkbuf_1: 29 / 108.9
nand3_1: 21 / 105.1
a31oi_1: 5 / 31.28
mux2_2: 144 / 1622
xor3_1: 5 / 118.9
==> layout by cell type, fill, tap and decap left out, drive strengths merged, types with 3 or more instances in the layout <==
cell           count
a31oi              5
a21oi             22
clkdlybuf4s50    262
or3                3
mux2             144
nand3             22
dfxtp            261
a311oi             7
a221o              4
nor3              25
o311ai             8
xnor3              6
nor2              52
o211ai            24
o221ai             3
a211oi            41
or2                8
xnor2            176
a21o               7
o21ai             48
o21a               3
inv                3
xor3               5
and3               4
clkbuf            48
nand2            141
and2               3
a211o              3
buf                6
nor2b              3
xor2              99
o32ai              3
mux2i              5
a221oi             6
==> critical path, delay by kind of cell, from the launching register on <==
kind	cells	cell delay (ns)
compound gates	1	0.55
flops	1	0.46
simple gates	2	0.27
xor+xnor	3	0.99
==> flip-flops by register name (all words and copies together), names as in the netlist <==
| name | cells |
|---|---|
| mux_out | 64 |
| k1.mux_out_key | 128 |
| cipher_txt | 64 |
| c2.count | 5 |
==> kinds of logic after synthesis <==
logic type | after synthesis
AND-OR/OR-AND | 194
XOR/XNOR | 286
adder cells (fa/ha/maj) | 2
buffers and inverters | 38
flip-flops | 261
multiplexers | 149
AND/OR/NAND/NOR | 269
==> worst paths after layout <==
check / start / to / slack [ns] / cells past startpoint
worst max-delay path: k1.mux_out_key[63]$_DFF_P_ / cipher_txt[0]$_DFF_P_ / 0.51 / 6
worst min-delay path: k1.mux_out_key[99]$_DFF_P_ / k1.mux_out_key[112]$_DFF_P_ / 0.45 / 1
worst min register to register: k1.mux_out_key[99]$_DFF_P_ / k1.mux_out_key[112]$_DFF_P_ / 0.45 / 1
worst max register to register: k1.mux_out_key[63]$_DFF_P_ / cipher_txt[0]$_DFF_P_ / 0.51 / 6
==> where the power goes <==
group | internal [mW] | switching (mW) | leakage, nW | total (mW)
registers | 5.12 | 0.888 | 2.20 | 6.01
clock network | 2.21 | 1.44 | 0.460 | 3.65
logic | 7.50 | 8.15 | 3.57 | 15.6
==> routing by layer <==
layer  up-vias  GRT usage, %  share of wire [%]
li1       4728             -                  -
met2       338         34.89                 43
met3        58         6.118                8.1
met4         2         5.508                2.8
met5         -             0              0.035
met1      4439         35.66                 46
==> cell type report <==
| type | count | area [um^2] |
|---|---|---|
| Antenna cell | 1 | 2.502 |
| Clock buffer | 48 | 877.1 |
| Clock inverter | 3 | 65.06 |
| Fill cell | 2664 | 14120 |
| Inverter | 3 | 11.26 |
| Multi-Input combinational cell | 900 | 7159 |
| Sequential cell | 261 | 5225 |
| Tap cell | 396 | 495.5 |
| Timing Repair Buffer | 268 | 2709 |
No activity file was given, so power comes from the tool's default toggle rates.
