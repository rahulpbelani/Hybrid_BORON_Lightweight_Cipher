==> ./constraint.sdc <==
current_design key_present

set clk_period 1.9
set clk_io_pct 0.2

create_clock -name clk0 -period $clk_period [get_ports {clk}]

set non_clock_inputs [all_inputs -no_clocks]
set_input_delay [expr $clk_period * $clk_io_pct] -clock clk0 $non_clock_inputs
set_output_delay [expr $clk_period * $clk_io_pct] -clock clk0 [all_outputs]
==> ./run.sh <==
#!/bin/bash
# OpenROAD 26Q1-2900-gdf79404cd8, Yosys 0.63+post, stock flow scripts
make -C /OpenROAD-flow-scripts/flow DESIGN_CONFIG=/design/flow/config.mk WORK_HOME=/design/flow/orfs finish
==> ./config.mk <==
export PLATFORM = sky130hd
export DESIGN_NAME = key_present
export DESIGN_NICKNAME = key_present
export VERILOG_FILES = /design/flow/design.v
export SDC_FILE = /design/flow/constraint.sdc
export NUM_CORES = 4
export LEC_CHECK = 1
export CORE_AREA = 10 10 217 217
export DIE_AREA = 0 0 227 227
==> ./design.v <==
module key_present (key_in,final_key,mux_out_key,count,clk, select,RKi);
  input [127:0]key_in;
  input clk,select;
  input [4:0]count;
  output [127:0]final_key;
  wire [3:0]key1,key2;
  wire [4:0]key3;
  wire [127:0]shifted_key;
  wire [3:0]new_key1;
  wire [3:0]new_key2;
  wire [4:0]new_key3;
  output reg [127:0] mux_out_key;
  output [63:0] RKi;
  always @ (posedge clk)
  begin
  mux_out_key = select? key_in : final_key;
  end
  assign shifted_key = {mux_out_key[66:0],mux_out_key[127:67]};
  assign key1 = shifted_key[127:124];
  assign key2 = shifted_key[123:120];
  assign key3 = shifted_key[66:62];
  assign RKi = mux_out_key[63:0];
  boronSbox sbox1 (key1[3], key1[2], key1[1], key1[0], new_key1[3], new_key1[2], new_key1[1], new_key1[0]);
  boronSbox sbox2 (key2[3], key2[2], key2[1], key2[0], new_key2[3], new_key2[2], new_key2[1], new_key2[0]);
  assign new_key3 = key3^count;
  assign final_key={new_key1,new_key2,shifted_key[119:67],new_key3,shifted_key[61:0]};
endmodule
module boronSbox (x3, x2, x1, x0, y3, y2, y1, y0); 
input x3, x2, x1, x0;
output y3, y2, y1, y0;
wire n0, n1, n2, n3, a,b,c,d,e,f,g,h,i,j, t1,t2,t3,t4,t5,t6,t7,t8,t9,t10,t11,t12,t13,t14,t15, or1, or2, or3, 
or4, or5, or6, or7, or8, or9, or10, or11, or12, or13, w1, w2, w3, w4, w5, w6; 
not (n3, x3);
not (n2, x2);
not (n1, x1);
not (n0, x0);
and (h, n3, n2);  
and (g, x1, x0);  
and (i, n3, x2); 
and (d, n1, n0); 
and (e, x2,x0);  
and (w1, n2, n1);
and (j, w1, n0);
and (w2, x3, x2);
and (f, w2, x1);
and (a, h, n0);
and (b, d, n3);
and (w3, x3, x1);
and (c, w3, x0);
and (t1, h, x1);
and (t2, n2, g);
and (t3, i, n1);
and (w4, x2, n1);
and (t4, w4, x0);
and (t5, x3, j);
and (t6, f, n0);
or (or1, t1, t2);
or (or2, or1, t3);
or (or3, or2, t4);
or (or4, or3, t5);
or (y0, or4, t6);
and (t7, x2, g);
and (w5, x3, n2);
and (t8, w5, x0);
or (or5, a, b);
or (or6, or5, t7);
or (or7, or6, t8);
or (y1, or7, f);
and (t9, h, n1);
and (t10, i, n0);
and (t11, x3, e);
or (or8, t9, j);
or (or9, or8, t10);
or (or10, or9, c);
or (y2, or10, t11);
and (t12, n3, e);
and (t13, x3, d);
and (t14, c, n2);
and (w6, n3, x1);
and (t15, w6, n0);
or (or11, a, t15);
or (or12, or11, t12);
or (or13, or12, t13);
or (y3, or13, t14);
endmodule
==> flow_metrics.py <==
# Synthesis and PnR figures
metrics = {
    "final_timing": {
        "hold_violations": 0,
        "slew_violations": 0,
        "finalClockPeriodUsage_pct": 104.7,
        "max-slew-margin-rel_pct": 76.32,
        "fin_skew_ns": 0.006002,
        "rsz0062_at_grt": "yes",
        "layout_min_cycle_time_ns": 1.989,
        "worst_pin_slew_ns": 0.3553,
        "tns_ns": -0.2562,
        "layout_setup_ws_ns": -0.08880,
        "setup_viol": 5,
        "max_freq_mhz": 502.8,
    },
    "power_and_ir_drop": {
        "internal-power_uw": 7091,
        "leakagePower_uw": 0.004060,
        "power_density_nw_per_um2": 875.4,
        "swShare_pct": 22.89,
        "power_switching_uw": 2105,
        "irDropWorstVdd_uv": 490.5,
        "pwr-share-clk_pct": 37.2,
        "pwr-share-seq_pct": 37.1,
        "share_comb_of_total_power_pct": 25.7,
    },
    "logic_synthesis": {
        "synth_chip_area_um2": 5871,
        "synthArstFlopShare_pct": 0,
        "ys.flops": 128,
        "synth_area_leader_cell": "dfxtp_1",
        "edf_count": 0,
        "ys_warn_count": 1,
        "yosys_cells": 513,
        "synth_cell_types": 29,
        "ys_seq_share_pct": 43.65,
        "synth_cells": 513,
        "top_area_share_pct": 43.65,
        "ys.flop_type": "dfxtp_1",
        "syn-mean-instance-area_um2": 11.44,
        "top_cells_by_area": "dfxtp_1 (44%), buf_4 (25%), mux2_2 (24%), buf_2 (1.4%), xor2_1 (0.75%)",
        "mappedNetlistArea_um2": 5871,
    },
    "job": {
        "maxCapViolCount": 0,
        "warnings": 27,
    },
    "floorplan": {
        "chip_area_um2": 51530,
        "core.rowCount": 75,
        "coreArea_um2": 42130,
        "die_w_um": 227,
        "io_pins": 455,
        "die_h_um": 227,
        "initial_core_util_pct": 13.93,
    },
    "layout": {
        "lay_top_count": "clkdlybuf4s50_1",
        "largest_reg_flops": 128,
        "syn_to_final_growth_pct": 78.94,
        "final_area_um2": 10510,
        "final_layout_size_suffix_gt1_share_pct": 27.54,
        "fin_util_pct": 24.93,
        "final_cell_mix": "clkdlybuf4s50_1 (433), mux2_2 (125), dfxtp_1 (113), buf_4 (23), clkbuf_16 (17)",
    },
    "cts": {
        "ctsHtreeMaxLevel": 4,
        "numCtsBuffers": 17,
        "cts.sinks": 128,
        "path_clk_slew_ns": 0.05,
        "cts_tree": "built",
        "cts_buffer_depth": 2,
        "clock-root-buffer": "clkbuf_16",
        "clock_latency_ns": 0.44,
    },
    "run_status": {
        "status": "finished, violations left",
        "violations": "negative setup slack",
    },
    "drt": {
        "dr.pass1.iters": 4,
        "wl_um": 24610,
        "via_per_inst": 3.313,
        "wl_per_cell_um": 18.15,
        "ant_nets": 0,
        "route.detailed.drc": 0,
        "drt_iter0_drc": 132,
        "vias": 4493,
        "num_antenna_cells": 0,
    },
    "placed_design": {
        "gp_congestion": 0.7926,
        "dpl_cell_area_um2": 9677,
        "portBuffers": 454,
        "hpwl_um": 19870,
    },
    "critical_path": {
        "startpoint_type": "register",
        "crit_chain": "buf_6 -> and3b_1 -> or3_4 -> buf_6",
        "max_stage_delay_ns": 0.40,
        "required_ns": 1.52,
        "cp-end-kind": "output port",
        "crit_top_cell": "buf_6",
        "crit_slowest_cell": "or3_4",
        "critical_path_class": "register to output port",
        "path_max_fanout": 5,
        "worstPathArrival_ns": 1.61,
    },
    "global_routing": {
        "track_usage_pct": 8.836,
        "grt_first_pass_wirelength_um": 33590,
        "antenna_found_initial": 1,
        "grt_pass1_vias": 5018,
        "grt_max_degree": 51,
        "grt.overflow.total": 0,
    },
    "min_path": {
        "min_path_type": "input pin to register",
    },
}
==> Yosys cell counts, types with 2 or more instances <==
| library cell | instances |
|---|---|
| dfxtp_1 | 128 |
| xnor2_1 | 4 |
| o211ai_1 | 2 |
| buf_2 | 17 |
| o21ai_0 | 2 |
| a31oi_1 | 3 |
| xor2_1 | 5 |
| a211oi_1 | 2 |
| nor2b_1 | 2 |
| nor2_1 | 7 |
| mux2_4 | 2 |
| buf_4 | 195 |
| nand2_1 | 4 |
| mux2_2 | 125 |
==> what timing repair did <==
action / 4_1_cts / 5_1_grt
hold buffers: 0 / 0
pin swaps: 11 / 2
buffers inserted: 15 / 2
resized: 60 / 17
setup endpoints to repair: 29 / 17
==> kinds of logic (layout without fill, tap and decap cells) <==
logic type / Yosys count / after routing / synth area share (%)
AOI/OAI and AO/OA: 13 / 13 / 1.641
and+or+nand+nor: 21 / 21 / 2.068
buffers and inverters: 214 / 518 / 26.64
muxes: 128 / 128 / 24.66
xor gates and xnor gates: 9 / 9 / 1.343
DFF: 128 / 128 / 43.65
==> worst max-delay path, delay by kind of cell (launching register included) <==
kind | cells | cell delay [ns]
flops | 1 | 0.36
buf+inv | 2 | 0.23
simple gates | 2 | 0.58
==> power by group through the flow <==
stage                 combinational (uW)  sequential, uW  clock, uW
final                               2360            3410       3420
after CTS                           2390            3430       3570
after global routing                2550            3470       3680
==> layout make-up <==
class	instances	area, um2
clock inverter	9	131.4
timing repair buffer	486	4823
tap	539	674.4
fill	4404	31630
sequential	128	2599
inverter	1	3.754
clock buffer	22	484.2
multi-input combinational	171	1789
==> routing by layer <==
layer | vias up | track usage, % | share of wire (%)
met5 | - | 0 | 0
met4 | 0 | 1.247 | 1.4
met3 | 18 | 4.601 | 13
met2 | 288 | 15.22 | 48
met1 | 2090 | 9.738 | 37
li1 | 2097 | - | -
==> through the flow <==
stage / hold WS, ns / instances / total power (uW) / worst slack (ns)
after global placement: 0.4933 / 1308 / 5823 / -0.07500
after CTS: 0.2363 / 1354 / 9396 / -0.1317
after detailed placement: 0.5014 / 1308 / 5816 / -0.08489
after floorplan: 0.4590 / 513 / 4250 / 0.3719
after global routing: 0.2352 / 1356 / 9698 / -0.1553
final: 0.2760 / 1356 / 9196 / -0.08880
==> final timing paths <==
kind | start | endpoint | slack (ns) | depth (start not counted)
worst max-delay path | mux_out_key[62]$_DFF_P_ | final_key[121] | -0.09 | 4
worst min-delay path | select | mux_out_key[68]$_DFF_P_ | 0.28 | 2
worst max register to register | mux_out_key[62]$_DFF_P_ | mux_out_key[121]$_DFF_P_ | 0.47 | 4
worst min register to register | mux_out_key[108]$_DFF_P_ | mux_out_key[41]$_DFF_P_ | 0.51 | 1
Power is estimated from default activity; no workload was simulated.
