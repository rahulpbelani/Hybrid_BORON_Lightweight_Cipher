--- flow/run.sh ---
#!/bin/bash
# OpenROAD 26Q1-2900-gdf79404cd8, Yosys 0.63+post, stock flow scripts
make -C /OpenROAD-flow-scripts/flow DESIGN_CONFIG=/design/flow/config.mk WORK_HOME=/design/flow/orfs finish
--- flow/config.mk ---
export PLATFORM = sky130hd
export DESIGN_NAME = key_rect
export DESIGN_NICKNAME = key_rect
export VERILOG_FILES = /design/flow/design.v
export SDC_FILE = /design/flow/constraint.sdc
export NUM_CORES = 4
export LEC_CHECK = 1
export CORE_AREA = 10 10 246 246
export DIE_AREA = 0 0 256 256
--- flow/constraint.sdc ---
current_design key_rect

set clk_period 4.9
set clk_io_pct 0.2

create_clock -name clk0 -period $clk_period [get_ports {clk}]

set non_clock_inputs [all_inputs -no_clocks]
set_input_delay [expr $clk_period * $clk_io_pct] -clock clk0 $non_clock_inputs
set_output_delay [expr $clk_period * $clk_io_pct] -clock clk0 [all_outputs]
--- flow/design.v ---
module key_rect (key_in, final_key, mux_out_key, count, clk, select, Ki);
  input [127:0]key_in;
  input clk,select;
  input [4:0]count;
  output reg [127:0] mux_out_key;
  output [63:0] Ki;
  output [127:0]final_key;
  wire [127:0]new_key;
  wire [31:0] array [3:0];
  wire [31:0] shift_array [3:0];
  wire [31:0] sbox_array [3:0];
  wire [31:0] after_xor_new;
  wire [127:0] shift_key1, shift_key2;
  wire [4:0] after_xor;
  always @ (posedge clk)
  begin
  mux_out_key = select ? key_in : final_key;
  end
  assign array [0] = mux_out_key[127:96];
  assign array [1] = mux_out_key[95:64];
  assign array [2] = mux_out_key[63:32];
  assign array [3] = mux_out_key[31:0];
  assign Ki = {mux_out_key[111:96], mux_out_key[79:64], mux_out_key[47:32], mux_out_key[15:0]};
  boronSbox sbox0 (mux_out_key[0], mux_out_key[32], mux_out_key[64], mux_out_key[96], new_key[0], new_key[32], new_key[64], new_key[96]);
  boronSbox sbox1 (mux_out_key[1], mux_out_key[33], mux_out_key[65], mux_out_key[97], new_key[1], new_key[33], new_key[65], new_key[97]);
  boronSbox sbox2 (mux_out_key[2], mux_out_key[34], mux_out_key[66], mux_out_key[98], new_key[2], new_key[34], new_key[66], new_key[98]);
  boronSbox sbox3 (mux_out_key[3], mux_out_key[35], mux_out_key[67], mux_out_key[99], new_key[3], new_key[35], new_key[67], new_key[99]);
  boronSbox sbox4 (mux_out_key[4], mux_out_key[36], mux_out_key[68], mux_out_key[100], new_key[4], new_key[36], new_key[68], new_key[100]);
  boronSbox sbox5 (mux_out_key[5], mux_out_key[37], mux_out_key[69], mux_out_key[101], new_key[5], new_key[37], new_key[69], new_key[101]);
  boronSbox sbox6 (mux_out_key[6], mux_out_key[38], mux_out_key[70], mux_out_key[102], new_key[6], new_key[38], new_key[70], new_key[102]);
  boronSbox sbox7 (mux_out_key[7], mux_out_key[39], mux_out_key[71], mux_out_key[103], new_key[7], new_key[39], new_key[71], new_key[103]);
  assign sbox_array [0] = {mux_out_key[127:104], new_key[103:96]};
  assign sbox_array [1] = {mux_out_key[95:72], new_key[71:64]};
  assign sbox_array [2] = {mux_out_key[63:40], new_key[39:32]};
  assign sbox_array [3] = {mux_out_key[31:8], new_key[7:0]};
  assign shift_key1 = {sbox_array[0][23:0], sbox_array[0][31:24]};
  assign shift_key2 = {sbox_array[2][15:0], sbox_array[2][31:16]};
  assign shift_array [0] = shift_key1 ^ sbox_array [1];
  assign shift_array [1] = sbox_array [2];
  assign shift_array [2] = shift_key2 ^ sbox_array [3];
  assign shift_array [3] = sbox_array [0];
  assign after_xor = shift_array [0][4:0] ^ count;
  assign after_xor_new = {shift_array [0][31:5], after_xor};
  assign final_key = {after_xor_new, shift_array[1], shift_array[2], shift_array[3]};
endmodule
module boronSbox (x3, x2, x1, x0, y3, y2, y1, y0); 
input x3, x2, x1, x0;
output y3, y2, y1, y0;
wire n0, n1, n2, n3, a,b,c,d,e,f,g,h,i,j, t1,t2,t3,t4,t5,t6,t7,t8,t9,t10,t11,t12,t13,t14,t15, or1, or2, or3, 
or4, or5, or6, or7, or8, or9, or10, or11, or12, or13, w1, w2, w3, w4, w5, w6; 
not (n3, x3);
not (n2, x2);
not (n1, x1);
not (n0, x0);
and (h, n3, n2);  
and (g, x1, x0);  
and (i, n3, x2); 
and (d, n1, n0); 
and (e, x2,x0);  
and (w1, n2, n1);
and (j, w1, n0);
and (w2, x3, x2);
and (f, w2, x1);
and (a, h, n0);
and (b, d, n3);
and (w3, x3, x1);
and (c, w3, x0);
and (t1, h, x1);
and (t2, n2, g);
and (t3, i, n1);
and (w4, x2, n1);
and (t4, w4, x0);
and (t5, x3, j);
and (t6, f, n0);
or (or1, t1, t2);
or (or2, or1, t3);
or (or3, or2, t4);
or (or4, or3, t5);
or (y0, or4, t6);
and (t7, x2, g);
and (w5, x3, n2);
and (t8, w5, x0);
or (or5, a, b);
or (or6, or5, t7);
or (or7, or6, t8);
or (y1, or7, f);
and (t9, h, n1);
and (t10, i, n0);
and (t11, x3, e);
or (or8, t9, j);
or (or9, or8, t10);
or (or10, or9, c);
or (y2, or10, t11);
and (t12, n3, e);
and (t13, x3, d);
and (t14, c, n2);
and (w6, n3, x1);
and (t15, w6, n0);
or (or11, a, t15);
or (or12, or11, t12);
or (or13, or12, t13);
or (y3, or13, t14);
endmodule
==> impl_metrics.prom <==
# HELP chip_impl_metric Implementation results
# TYPE chip_impl_metric gauge
chip_impl_info{name="status",value="complete, no violations"} 1
chip_impl_metric{name="clkSinkCount",unit=""} 128
chip_impl_metric{name="h-tree-depth",unit=""} 4
chip_impl_metric{name="timing.final.crit_period",unit="ns"} 3.52
chip_impl_metric{name="fin_crit_sh",unit="%"} 71.8
chip_impl_metric{name="cts_hold_repair.buffers",unit=""} 0
chip_impl_metric{name="synth-seq-cells",unit=""} 128
chip_impl_metric{name="netSwitchingFraction",unit="%"} 31.7
chip_impl_metric{name="num_antenna_cells",unit=""} 0
chip_impl_info{name="most-common-layout-cells",value="clkdlybuf4s50_1, dfxtp_1, mux2_2"} 1
chip_impl_metric{name="power.static_leakage",unit="nW"} 4.43
chip_impl_info{name="hold_path_class",value="register to register"} 1
chip_impl_metric{name="clockBufferDepth",unit=""} 2
chip_impl_metric{name="route.detailed.drc",unit=""} 0
chip_impl_info{name="cts_tree",value="yes"} 1
chip_impl_metric{name="cts_setup_buffers",unit=""} 0
chip_impl_metric{name="die_area",unit="um^2"} 65500
chip_impl_metric{name="area.growth.synth_to_final",unit="%"} 67.7
chip_impl_metric{name="utilization",unit="%"} 21.3
chip_impl_metric{name="hold_vio_cnt_final",unit=""} 0
chip_impl_metric{name="routabilityCongestion",unit=""} 0.856
chip_impl_metric{name="timing.fmax",unit="MHz"} 284
chip_impl_metric{name="synthCells",unit=""} 698
chip_impl_metric{name="cts.reportedPaths.clkPinSlew",unit="ns"} 0.06
chip_impl_info{name="critical_path.startpoint_type",value="input port"} 1
chip_impl_metric{name="worst_case_headroom_to_the_max_slew_limit",unit="%"} 54.2
chip_impl_metric{name="crit_arrival",unit="ns"} 2.54
chip_impl_metric{name="largest_register_ffs",unit=""} 128
chip_impl_info{name="grt_setup_unrepaired",value="no"} 1
chip_impl_metric{name="cts_repair_resize_count",unit=""} 0
chip_impl_metric{name="synth.avg_cell_area",unit="um^2"} 10.0
chip_impl_metric{name="number_of_max_cap_violations",unit=""} 0
chip_impl_metric{name="fin_tns_setup",unit="ns"} 0
chip_impl_metric{name="yosys.cell_types.count",unit=""} 31
chip_impl_metric{name="detail-route-antenna-nets",unit=""} 0
chip_impl_metric{name="die_w",unit="um"} 256
chip_impl_metric{name="number_of_warnings_reported_in_the_yosys_synthesis_log",unit=""} 1
chip_impl_metric{name="std_cell_rows",unit=""} 86
chip_impl_metric{name="num-fill-cells",unit=""} 5957
chip_impl_metric{name="total_cts_buffers",unit=""} 17
chip_impl_metric{name="worst_skew_pair.late_latency",unit="ns"} 0.47
chip_impl_metric{name="synth-area-yosys",unit="um^2"} 7010
chip_impl_info{name="endpoint_kind",value="primary output"} 1
chip_impl_metric{name="floorplan.initialDensity",unit="%"} 12.7
chip_impl_metric{name="flop_area",unit="um^2"} 2560
chip_impl_metric{name="detailroute.via_count",unit=""} 5773
chip_impl_metric{name="detail_route.wl_per_cell",unit="um"} 16.0
chip_impl_metric{name="design.core.area",unit="um^2"} 55100
chip_impl_metric{name="globalRouteTotalUtil",unit="%"} 8.22
chip_impl_metric{name="drt_iter0_drc",unit=""} 236
chip_impl_metric{name="viasPerCell",unit=""} 3.32
chip_impl_metric{name="cp_max_fo",unit=""} 2
chip_impl_metric{name="drt_pre_antenna_iters",unit=""} 4
chip_impl_metric{name="globalRouteOverflowTotal",unit=""} 0
chip_impl_info{name="clock_tree.root_cell",value="clkbuf_16"} 1
chip_impl_metric{name="portBuffers",unit=""} 454
chip_impl_metric{name="log.warning_count",unit=""} 25
chip_impl_metric{name="timing.critical_path.required",unit="ns"} 3.92
chip_impl_info{name="layout.cells.most_common",value="clkdlybuf4s50_1"} 1
chip_impl_metric{name="power_switching",unit="mW"} 2.67
chip_impl_metric{name="total_count_of_max_transition_violations_in_the_final_report",unit=""} 0
chip_impl_metric{name="power.internal",unit="mW"} 5.74
chip_impl_metric{name="fraction_of_layout_cells_with_a_size_suffix_above_1",unit="%"} 14.6
chip_impl_metric{name="tightestPinTransition",unit="ns"} 0.688
chip_impl_metric{name="synth_cell_area",unit="um^2"} 7010
chip_impl_metric{name="grt_max_degree",unit=""} 73
chip_impl_metric{name="detailedPlacementHpwl",unit="um"} 22200
chip_impl_metric{name="sequentialPowerShare",unit="%"} 27.1
chip_impl_metric{name="synth-seq-area-share",unit="%"} 36.5
chip_impl_metric{name="cellPowerDensity",unit="nW/um^2"} 715
chip_impl_metric{name="grt_antenna_before_repair",unit=""} 1
chip_impl_info{name="worstSetupPathType",value="input port to primary output"} 1
chip_impl_metric{name="worst_clk_skew",unit="ns"} 0.0111
chip_impl_metric{name="total_of_endpoints_with_negative_setup_slack_in_the_final_report",unit=""} 0
chip_impl_metric{name="pwr-share-comb",unit="%"} 57.0
chip_impl_metric{name="num_io_pins",unit=""} 455
chip_impl_metric{name="synth-cells-yosys",unit=""} 698
chip_impl_metric{name="vdd_ir_drop_max",unit="mV"} 0.433
chip_impl_metric{name="vias_in_the_first_global_route",unit=""} 6001
chip_impl_metric{name="mi_logic_area",unit="um^2"} 3050
chip_impl_metric{name="drt-total-wl",unit="um"} 27700
chip_impl_metric{name="pwr-share-clk",unit="%"} 16.0
chip_impl_metric{name="first_pass_grt_wire_length",unit="um"} 40800
chip_impl_metric{name="die_outline_height",unit="um"} 256
==> power groups by stage <==
stage | Clock (mW) | Sequential [mW] | Combinational (mW)
final | 1.34 | 2.27 | 4.79
after global routing | 1.44 | 2.38 | 5.24
after CTS | 1.41 | 2.29 | 4.94
==> through the flow <==
step | worst slack [ns] | power (mW) | hold WS, ns | instance area (um^2) | instances
after global routing | 1.27 | 9.07 | 0.599 | 11800 | 1739
after CTS | 1.30 | 8.65 | 0.572 | 11800 | 1739
after detailed placement | 1.30 | 7.19 | 0.542 | 11200 | 1708
after floorplan | 2.67 | 4.24 | 0.496 | 7010 | 698
final | 1.38 | 8.41 | 0.570 | 11800 | 1739
after global placement | 1.31 | 7.20 | 0.554 | 11200 | 1708
==> cell families (layout without fill, tap and decap cells) <==
group / Yosys count / in the layout / synth area share (%)
flip-flops: 128 / 128 / 36.5
buffers and inverters: 202 / 495 / 19.9
AND/OR/NAND/NOR: 99 / 99 / 7.28
XOR/XNOR: 85 / 85 / 10.6
AND-OR/OR-AND: 69 / 69 / 7.26
multiplexers: 115 / 115 / 18.4
==> cells in the mapped netlist (all sizes together) <==
| library cell | number | area (um^2) |
|---|---|---|
| nand3b | 1 | 7.51 |
| o211ai | 16 | 125 |
| nor2b | 15 | 93.8 |
| mux2 | 108 | 1220 |
| or3 | 1 | 6.26 |
| nor4b | 1 | 8.76 |
| mux2i | 7 | 70.1 |
| xor2 | 61 | 534 |
| and3 | 1 | 7.51 |
| o211a | 7 | 70.1 |
| a211oi | 9 | 72.6 |
| dfxtp | 128 | 2560 |
| inv | 8 | 30.0 |
| o21ai | 15 | 75.1 |
| a311oi | 8 | 70.1 |
| xnor2 | 24 | 210 |
| clkbuf | 16 | 68.8 |
| a211o | 7 | 61.3 |
| and3b | 8 | 70.1 |
| nand2b | 15 | 93.8 |
| nand2 | 29 | 109 |
| buf | 178 | 1300 |
| a21oi | 7 | 35.0 |
| nor3 | 7 | 35.0 |
| nor2 | 21 | 78.8 |
==> routing by layer <==
layer / wire, um / share of wire (%) / track usage [%]
met5: 13 / 0.047 / 0
met4: 483 / 1.7 / 1.19
met3: 2970 / 11 / 4.23
met2: 13400 / 48 / 13.9
met1: 10900 / 39 / 9.25
==> worst paths after layout <==
kind               startpoint         endpoint  slack, ns  cells past startpoint
min          mux_out_key[113]  mux_out_key[17]       0.57                      1
max reg2reg   mux_out_key[37]  mux_out_key[37]       3.14                      4
min reg2reg  mux_out_key[113]  mux_out_key[17]       0.57                      1
max                  count[3]    final_key[99]       1.38                      4
==> layout make-up <==
type / count / share of cell area (%)
repair buffers: 456 / 38.9
multi-input cells: 368 / 26.0
clock buffers: 18 / 3.73
flip-flops and latches: 128 / 21.8
clock inverters: 13 / 1.39
inverters: 8 / 0.255
well taps: 748 / 7.96
==> critical path: stages <==
cell and delay (ns):
clkdlybuf4s50_1 0.48, xor2_1 0.38, xnor2_1 0.19, clkdlybuf4s50_1 0.51
No activity file was given, so power comes from the tool's default toggle rates.
